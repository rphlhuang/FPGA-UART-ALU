$ cat ./run.sh
#!/bin/bash
# OpenROAD 26Q1-2900-gdf79404cd8, Yosys 0.63+post, stock flow scripts
make -C /OpenROAD-flow-scripts/flow DESIGN_CONFIG=/design/flow/config.mk WORK_HOME=/design/flow/orfs finish
$ cat ./config.mk
export PLATFORM = sky130hd
export DESIGN_NAME = adder
export DESIGN_NICKNAME = adder
export VERILOG_FILES = /design/flow/design.v
export SDC_FILE = /design/flow/constraint.sdc
export NUM_CORES = 4
export LEC_CHECK = 1
export CORE_UTILIZATION = 40
$ cat ./constraint.sdc
current_design adder

set clk_period 15.5
set clk_io_pct 0.2

create_clock -name clk0 -period $clk_period [get_ports {clk_i}]

set non_clock_inputs [all_inputs -no_clocks]
set_input_delay [expr $clk_period * $clk_io_pct] -clock clk0 $non_clock_inputs
set_output_delay [expr $clk_period * $clk_io_pct] -clock clk0 [all_outputs]
$ cat ./design.v
module adder #(
  parameter int datawidth_p = 8
) (
  input clk_i,
  input rst_i,
  input valid_i,
  input [datawidth_p-1:0] data_i,
  output ready_o,
  input [15:0] len_i,
  input start_i,
  output done_o,
  output [31:0] result_o
);
typedef enum logic [2:0] {StIdle, StAdd0, StAdd1, StAdd2, StAdd3, StDone} state_e;
state_e state_d, state_q;
logic [0:0] done_d, done_q;
logic [31:0] result_d, result_q;
logic [15:0] len_cnt_d, len_cnt_q;
logic [31:0] cur_operand_d, cur_operand_q;
always_ff @( posedge clk_i ) begin : ff_adder
  if (rst_i) begin
    state_q <= StIdle;
    done_q <= 1'b0;
    result_q <= '0;
    len_cnt_q <= '0;
    cur_operand_q <= '0;
  end else begin
    state_q <= state_d;
    done_q <= done_d;
    result_q <= result_d;
    len_cnt_q <= len_cnt_d;
    cur_operand_q <= cur_operand_d;
  end
end
always_comb begin : comb_adder
  state_d = state_q;
  done_d = done_q;
  result_d = result_q;
  cur_operand_d = cur_operand_q;
  len_cnt_d = len_cnt_q;
  case (state_q)
    StIdle: begin
      done_d = 1'b0;
      if (start_i) begin
        state_d = StAdd0;
        result_d = '0;
        cur_operand_d[31:24] = data_i;
        len_cnt_d = len_i;
      end
    end
    StAdd0: begin
      done_d = 1'b0;
      if (valid_i) begin
        state_d = StAdd1;
        cur_operand_d[23:16] = data_i;
      end
    end
    StAdd1: begin
      done_d = 1'b0;
      if (valid_i) begin
        state_d = StAdd2;
        cur_operand_d[15:8] = data_i;
      end
    end
    StAdd2: begin
      done_d = 1'b0;
      if (valid_i) begin
        len_cnt_d = len_cnt_q - 1;
        cur_operand_d[7:0] = data_i;
        state_d = StAdd3;
      end
    end
    StAdd3: begin
      done_d = 1'b0;
        if (len_cnt_d === '0) begin
          result_d = result_q + cur_operand_d;
          cur_operand_d = '0;
          done_d = 1'b1;
          state_d = StIdle;
        end else if (valid_i) begin
          result_d = result_q + cur_operand_d;
          state_d = StAdd0;
          cur_operand_d = '0;
          cur_operand_d[31:24] = data_i;
        end
    end
    StDone: begin
      done_d = 1'b1;
      if (start_i) begin
        state_d = StAdd0;
        len_cnt_d = len_i;
      end
    end
  endcase
end
assign done_o = done_q;
assign result_o = result_q;
assign ready_o = 1'b1;
endmodule
==> changes_impl.md <==
## Flow update

- Status: finished clean
- Worst hold path startpoint: cur_operand_q[25]
- Dominant cell type by area after synthesis: dfxtp_1
- Fillers: 1,146
- Final hold vios: 0
- Iter 0 DRT Violations: 241
- Crit path DAT: 5.21 ns
- Grt ovf: 0
- IO Pins: 62
- Worst slew margin: 50.02%
- Top cell area share: 34.09%
- Synthesized area: 5050 sq um
- Remaining DRCs: 0
- Yosys warnings: 1
- Fp_density: 41.52%
- Final Skew: 0.007313 ns
- ANT nets after route: 0
- Antenna diodes: 0
- Pins Over Slew Limit: 0
- First-pass GRT wire length: 20,380 um
- Total routed wire length on the met1 layer: 6027 um
- Register-to-Register Path Depth: 12
- Post-Syn Instances: 629
- Total number of vias: 4,543
- Post-synthesis average cell area: 8.028 sq um
- Top Layer Used: met4
- Hold buffers post-CTS: 0
- Req. time, crit path: 15.79 ns
- Yosys reg bits: 86
- Final TNS setup: 0 ns
- Drt via density: 5.383
- Worst Hold Class: flop to flop
- Most numerous logic cells after layout: dfxtp_1, nor2_1, nand2_1, a21oi_1, o21ai_0
- Root Buffer: clkbuf_16
- Vias in the first global route: 4,086
- Met2 WL: 5690 um
- EDFF count, synth: 0
- CP max stage delay: 0.60 ns
- FF-to-FF setup slack: 12.24 ns
- Cell area leaders: dfxtp_1, ha_1, a21oi_1
- Synth unique cells: 63
- Clock latency on the worst-skew pair: 0.35 ns
- Asr flop ratio synth: 0%
- CTS H-tree lvls: 3
- Area delta synth->final: 20.12%
- Worst hold stages: 2
- Post-Place Setup Slack: 10.26 ns
- Worst setup margin: 10.59 ns
- Worst-path clk slew: 0.07 ns
- Peak Freq: 203.5 MHz
- # clock sinks: 86
- Chip width: 114.4 um
- Iteration tally of the first detailed-router pass: 5
- Setup Fix Bufs, Post-CTS: 0
- CTS tree: done
- Reg2reg start: result_q[0]
- Largest net degree at the start of global routing: 57
- Initial antenna violation count: 0
- WS Path Type: primary input to flop
- Met3 WL: 591 um
- Crit-path cells: clkdlybuf4s50_1, o32a_1, nor2_2, buf_4, a22o_1
- Final core occ: 49.88%
- Endpoint, Worst Hold: cur_operand_q[25]
- Non-Filler Instances: 844
- Cells after DPL: 828
- Sequential share of the synthesized area: 34.09%
- RSZ-0062 raised after global routing: no
- Power density over cell area: 90.57 nW/um^2
- Yosys cell count: 629
- Critical Path Sink Type: flop
- # resized after CTS: 0
- Crit Path Max Fanout: 22
- Max Root-Sink Buffers: 2
- VDD IR max: 55.43 uV
- DIE AREA: 13,080 sq um
- Port bufs: 60
- GPL Wtd Cong: 0.8514
- Critical Path Source Type: primary input
- Yosys chip area: 5050 sq um
- Final worst path period need: 4.914 ns
- Die H: 114.4 um
- Most frequent logic cell in the layout: dfxtp_1
- Max_cap viols: 0
- DP HPWL: 9116 um
- Leak: 2.366 nW
- Total wire length: 12,510 um
- Gr usage total: 20.15%
- Worst R2R End: result_q[24]
- Crit-path slowest cell: clkdlybuf4s50_1
- Worst-Margin Slew: 0.7489 ns
- Inserted Clock Buffers: 9
- Layout cells sized above 1: 5.473%
- OpenROAD warning count: 26
- Crit path from: valid_i
- Routed len/inst: 14.82 um
- Dominant flop cell: dfxtp_1
- Std-Cell Rows: 40
- Core area: 12,160 sq um
- Period utilization: 31.70%
- Setup Viol. Count Final: 0
power breakdown:
part,internal [mW],leakage (nW),switching [mW]
clock network,0.150,0.162,0.0919
logic,0.0293,1.51,0.0422
registers,0.229,0.699,0.00703
metrics by stage:
stage          hold slack (ns)  area [sq um]  total power, mW
5_1_grt                 0.4767          6066           0.5703
3_5_place_dp            0.4537          5732           0.3116
6_report                0.4677          6066           0.5494
3_3_place_gp            0.4493          5732           0.3107
2_1_floorplan           0.4301          5050           0.2909
4_1_cts                 0.4679          6066           0.5530
cells in the mapped netlist (5+ instances only):
library cell / number
dfxtp_1: 86
nand2_1: 67
nor2_1: 67
a21oi_1: 66
o21ai_0: 64
ha_1: 33
mux2i_1: 26
clkbuf_1: 19
nand3_1: 19
inv_1: 16
xor2_1: 16
nor3_1: 12
nor2b_1: 9
xnor2_1: 9
a21o_1: 8
nand2b_1: 8
a22o_1: 7
a211oi_1: 6
a22oi_1: 6
buf_2: 6
nand4_1: 6
or2_2: 5
worst max-delay path, delay by kind of cell:
kind                   cells  cell delay, ns
buffers and inverters      2            0.94
AND-OR/OR-AND              2            0.73
AND/OR/NAND/NOR            1            0.41
kinds of logic (layout without fill, tap and decap cells):
family,count (synthesis),after routing,share of synthesized area (%)
and+or+nand+nor,210,210,19.50
xor gates and xnor gates,25,25,4.336
buffers and inverters,49,96,4.237
AOI/OAI and AO/OA,198,198,24.03
adders and majority gates,34,34,8.573
DFF,86,86,34.09
muxes,26,26,5.154
other,1,1,0.07426
layer usage:
layer,vias to the layer above,GRT usage (%)
li1,2349,-
met1,2049,30.73
met2,127,31.76
met3,18,2.805
met4,0,3.203
met5,-,0
layout make-up:
class / instances / area, sq um / area share (%)
inverters: 16 / 60.06 / 0.9901
flip-flops and latches: 86 / 1722 / 28.38
multi-input cells: 494 / 3114 / 51.34
clock buffers: 11 / 252.7 / 4.167
repair buffers: 64 / 625.6 / 10.31
clock inverters: 5 / 81.33 / 1.341
well taps: 168 / 210.2 / 3.465
sequential cells by signal, indices dropped and copies added, names as in the netlist:
signal,flops
done_q,1
cur_operand_q,32
len_cnt_q,16
result_q,32
state_q,5
how the worst max path moves through the flow:
stage | end | depth (start not counted)
6_report | result_q[5] | 5
5_1_grt | result_q[22] | 6
4_1_cts | result_q[5] | 5
Power figures rest on the tool's default switching activity, not on a simulated workload.
