$ cat flow/config.mk
export PLATFORM = sky130hd
export DESIGN_NAME = uart_sm
export DESIGN_NICKNAME = uart_sm
export VERILOG_FILES = /design/flow/design.v
export SDC_FILE = /design/flow/constraint.sdc
export NUM_CORES = 4
export LEC_CHECK = 1
export CORE_UTILIZATION = 40
$ cat flow/constraint.sdc
current_design uart_sm

set clk_period 4.9
set clk_io_pct 0.2

create_clock -name clk0 -period $clk_period [get_ports {clk_i}]

set non_clock_inputs [all_inputs -no_clocks]
set_input_delay [expr $clk_period * $clk_io_pct] -clock clk0 $non_clock_inputs
set_output_delay [expr $clk_period * $clk_io_pct] -clock clk0 [all_outputs]
$ cat flow/design.v
module uart_sm #(parameter int datawidth_p = 8)(
  input clk_i,
  input rst_i,
  input [datawidth_p - 1:0] rx_data_i,
  input rx_valid_i,
  output rx_ready_o,
  output [datawidth_p - 1:0] tx_data_o,
  output tx_valid_o,
  input tx_ready_i,
  input adder_done_i,
  input mul_done_i,
  input div_done_i,
  input [31:0] adder_result_i,
  input [31:0] mul_result_i,
  input [31:0] div_result_i,
  output start_add_o,
  output start_mul_o,
  output start_div_o,
  output [15:0] len_o
);
typedef enum logic [3:0] {StIdle, StOpCode, StReserved, StLenLSB, StLenMSB, StWaitForFinish, StTransmit0, StTransmit1, StTransmit2, StTransmit3} state_e;
state_e state_d, state_q;
logic [datawidth_p-1:0] tx_data_d, tx_data_q;
logic [datawidth_p-1:0] cur_opcode_d, cur_opcode_q;
logic [15:0] cur_len_d, cur_len_q;
logic start_d, start_q;
logic [31:0] result_l;
always_comb begin
  result_l = 'x;
  if (cur_opcode_q === 8'h10) result_l = adder_result_i;
  else if (cur_opcode_q === 8'h11) result_l = mul_result_i;
  else if (cur_opcode_q === 8'h12) result_l = div_result_i;  
end
logic done_l;
always_ff @(posedge clk_i) begin
  if (cur_opcode_q === 8'h10) done_l <= adder_done_i;
  else if (cur_opcode_q === 8'h11) done_l <= mul_done_i;
  else if (cur_opcode_q === 8'h12) done_l <= div_done_i;  
  else done_l <= 1'b0;
end
always_ff @( posedge clk_i ) begin : ff_state_machine
  if (rst_i) begin
    state_q <= StIdle;
    tx_data_q <= '0;
    cur_opcode_q <= '0;
    cur_len_q <= '0;
    start_q <= 1'b0;
  end else begin
    state_q <= state_d;
    tx_data_q <= tx_data_d;
    cur_opcode_q <= cur_opcode_d;
    cur_len_q <= cur_len_d;
    start_q <= start_d;
  end
end
always_comb begin : comb_state_machine
  state_d = state_q;
  tx_data_d = tx_data_q;
  start_d = start_q;
  cur_len_d = cur_len_q;
  cur_opcode_d = cur_opcode_q;
  case (state_q)
    StIdle: begin
      cur_opcode_d = '0;
      cur_len_d = '0;
      start_d = 1'b0;
      if (rx_valid_i) begin
        state_d = StOpCode;
        cur_opcode_d = rx_data_i;
      end
    end
    StOpCode: begin
      if (rx_valid_i) begin
        state_d = StReserved;
      end
    end
    StReserved: begin
      if (rx_valid_i) begin
        state_d = StLenLSB;
        cur_len_d[7:0] = rx_data_i;
      end
    end
    StLenLSB: begin
      if (rx_valid_i) begin
        state_d = StLenMSB;
        cur_len_d[15:8] = rx_data_i;
      end
    end
    StLenMSB: begin
      if (rx_valid_i) begin
        state_d = StWaitForFinish;
        start_d = 1'b1;
      end
    end
    StWaitForFinish: begin
      start_d = 1'b0;
      if (done_l && tx_ready_i) begin
        state_d = StTransmit0;
        tx_data_d = result_l[31:24];
      end
    end
    StTransmit0: begin
      if (tx_ready_i) begin
        state_d = StTransmit1;
        tx_data_d = result_l[23:16];
      end
    end
    StTransmit1: begin
      if (tx_ready_i) begin
        state_d = StTransmit2;
        tx_data_d = result_l[15:8];
      end
    end
    StTransmit2: begin
      if (tx_ready_i) begin
        state_d = StTransmit3;
        tx_data_d = result_l[7:0];
      end
    end
    StTransmit3: begin
      if (tx_ready_i) begin
        state_d = StIdle;
      end
    end
  endcase
end
assign tx_data_o = tx_data_q;
assign rx_ready_o = (state_q === StIdle) || (state_q === StOpCode) || (state_q === StReserved) || (state_q === StLenLSB) || (state_q === StLenMSB);
assign tx_valid_o = (state_q === StTransmit0) || (state_q === StTransmit1) || (state_q === StTransmit2) || (state_q === StTransmit3);
assign start_add_o = start_q && (cur_opcode_q === 8'h10);
assign start_mul_o = start_q && (cur_opcode_q === 8'h11);
assign start_div_o = start_q && (cur_opcode_q === 8'h12);
assign len_o = cur_len_q;
endmodule
$ cat flow/run.sh
#!/bin/bash
# OpenROAD 26Q1-2900-gdf79404cd8, Yosys 0.63+post, stock flow scripts
make -C /OpenROAD-flow-scripts/flow DESIGN_CONFIG=/design/flow/config.mk WORK_HOME=/design/flow/orfs finish
==> impl_metrics.yaml <==
# flow metrics
worst_hold_path:
  worst_hold_startpoint: "state_q[5]$_DFF_P_"
  min-delay-path-class: "reg -> reg"
  min_to: "state_q[3]$_DFF_P_"
  min_delay_path_depth: 2
critical_path:
  timing.critical_path.from_type: "flop"
  worstRegToRegCells: 5
  timing.critical_path.arrival_ps: 2520
  crit_end_category: "primary output"
  timing.setup.critical_path_class: "reg -> out"
  regToRegStartpoint: "cur_opcode_q[2]$_SDFFE_PP0P_"
  worst_setup_startpoint: "cur_opcode_q[2]$_SDFFE_PP0P_"
  timing.critical_path.cells: "or4b_4 -> nor2_4 -> and3_1 -> clkdlybuf4s50_1"
  rr_endpoint: "tx_data_q[6]$_SDFFE_PP0P_"
  required_ps: 3920
  critical-path-slowest-cell: "sky130_fd_sc_hd__or4b_4"
  critical_path.max_stage_delay_ps: 600
  worst-path-max-fanout: 30
  reg2reg_setup_slack_ps: 2610
timing:
  finalClockSkew_ps: 7.400
  post-route-period-util: 0.7142
  finalMaxSlewViolations: 0
  hold_violations: 0
  hold_slack_ps: 497.3
  min_period_ps: 3500
  finalSetupTns_ps: 0
  slew_worst_pin_ps: 757.4
  relSlewSlack: 0.4944
  fmax_mhz: 285.7
  setup_viol: 0
  grt_setup_unrepaired: "no"
global_route:
  antenna_found_initial: 0
  grt_max_degree: 44
  grt_first_pass_wirelength_mm: 12.08
  grt.total_usage: 0.2449
  total_grt_overflow: 0
  first_global_vias: 2396
final_layout:
  syn_to_final_growth_pct: 60.06
  flop_area_sq_um: 880.8
  final-comb-area_sq_mm: 0.001468
  layout_cells_sized_above_1: 0.03944
  n_fill_cell: 505
drt:
  drt_iter0_drc: 159
  routed_wire_length_per_instance_um: 16.05
  route.final.wire_length_mm: 8.121
  postRouteAntennaNets: 0
  vias: 2759
  drt_pass1_iterations: 4
  average_via_count_per_standard_cell: 5.453
  insertedDiodeCount: 0
  post-route-drc-count: 0
floorplanning:
  pin_count: 140
  core_util_floorplan: 0.4166
  die_height_um: 80.76
  core_region_area_sq_mm: 0.005956
  die_area_sq_mm: 0.006522
  die_w_um: 80.76
  core.rowCount: 28
clocking:
  cts_resized: 0
  clock_tree.root_cell: "sky130_fd_sc_hd__clkbuf_8"
  worst_skew_pair.late_latency_ps: 290
  numCtsBuffers: 5
  tritoncts: "built"
  cts_hold_buffers: 0
  clkSlewWorstSetupHoldPaths_ps: 90
  cts.path.max_buffers: 2
  numClockSinks: 44
  setup_buffers_after_cts: 0
  maximum_level_of_the_cts_h_tree: 2
outcome:
  result_of_the_run: "finished, final reports clean"
synthesis:
  enable_flop_cells: 0
  ff_type: "sky130_fd_sc_hd__dfxtp_1"
  syn_area_per_cell_sq_um: 8.082
  yosys_cells: 307
  seq_area_frac_synth: 0.3550
  yosys_warnings: 1
  synth_chip_area_sq_mm: 0.002481
  yosys_register_bits: 44
  post_synth_num_cell_types: 40
  synth_cells: 307
  synth_async_sr_flop_share: 0
  mappedNetlistArea_sq_mm: 0.002481
power_and_ir_drop:
  leakage_nw: 1.384
  ir_worst_vdd_mv: 0.1639
  power_density_mw_per_mm2: 189.6
job:
  cap_violations: 0
  warning_count: 26
place:
  gp_routability_congestion: 0.9105
  hpwl_mm: 6.059
  placement.io_buffers: 139
[stage by stage]
step	total power [mW]	std cells	setup slack [ps]	area [sq um]	utilization
global route	0.7863	506	1291	3971	0.6668
global placement	0.5317	498	1755	3882	0.6519
detailed placement	0.5324	498	1748	3882	0.6519
CTS	0.7596	506	1407	3971	0.6668
floorplan	0.4281	307	2484	2481	-
finish	0.7531	506	1400	3971	0.6668
[sequential cells by signal, summed over array words and instances (netlist names)]
signal	cells
cur_len_q	16
cur_opcode_q	8
start_q	1
tx_data_q	8
state_q	10
done_l	1
[cell usage after synthesis, drive strengths merged (3+ instances only)]
master | count | area, sq um
a311oi | 8 | 70.07
nand2 | 13 | 48.80
o211a | 3 | 30.03
o21ai | 17 | 85.08
a211oi | 3 | 22.52
a21oi | 14 | 70.07
a22oi | 22 | 165.2
dfxtp | 44 | 880.8
a22o | 5 | 43.79
buf | 11 | 62.55
nor2 | 48 | 187.7
and3 | 9 | 56.30
nor4 | 3 | 18.77
nor2b | 8 | 50.05
clkbuf | 17 | 63.81
nor3 | 4 | 20.02
a221oi | 10 | 87.58
nand3b | 6 | 45.04
o21a | 13 | 97.59
a222oi | 3 | 30.03
o221ai | 5 | 43.79
mux2i | 10 | 100.1
nand3 | 7 | 35.03
and2 | 11 | 68.82
[cell families after synthesis]
family | Yosys count | synth area share
AND/OR/NAND/NOR | 115 | 0.2360
multiplexers | 10 | 0.04034
buffers and inverters | 31 | 0.05547
AND-OR/OR-AND | 107 | 0.3132
flip-flops | 44 | 0.3550
[critical path, delay by kind of cell, from the launching register on]
family	cells	cell delay, ps
flops	1	340
buf+inv	1	460
simple gates	3	1430
[worst max-delay path by stage]
stage,endpoint,slack (ps),cells after the start
CTS,start_mul_o,1410,4
finish,start_mul_o,1400,4
global route,start_mul_o,1290,4
[cell usage in the layout, fill, tap and decap left out, drive strengths merged, types with 3 or more instances in the layout]
cell and count:
and3 9, nor4 3, clkdlybuf4s50 139, clkbuf 6, nor3 4, dfxtp 44
o21a 13, o21ai 17, a211oi 3, o221ai 5, and2 11, nand2 13
a21oi 14, mux2i 10, nand3 7, a221oi 10, a22o 5, o211a 3
nand3b 6, a222oi 3, buf 5, a22oi 22, nor2b 8, a311oi 8
nor2 48
[area by class of cell]
| cell class | instances | share of cell area |
|---|---|---|
| Multi-Input combinational cell | 232 | 0.3696 |
| Timing Repair Buffer | 144 | 0.3598 |
| Sequential cell | 44 | 0.2218 |
| Tap cell | 75 | 0.02363 |
| Clock buffer | 6 | 0.01827 |
| Clock inverter | 2 | 0.004096 |
| Inverter | 3 | 0.002836 |
[power by group]
group	leakage, nW	total [mW]	switching, mW	internal [mW]
logic	0.986	0.153	0.0513	0.102
clock network	0.0414	0.229	0.127	0.102
registers	0.356	0.371	0.00811	0.363
[routing by layer]
metal,GRT usage,routed length (um),vias to the layer above
li1,-,-,1391
met1,0.3744,3699,1253
met2,0.3856,3750,109
met3,0.03193,598,6
met4,0.03393,73,0
met5,0,0,-
Power is estimated from default activity; no workload was simulated.
